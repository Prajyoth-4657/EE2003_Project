<file path="./run.sh">
#!/bin/bash
# OpenROAD 26Q1-2900-gdf79404cd8, Yosys 0.63+post, stock flow scripts
make -C /OpenROAD-flow-scripts/flow DESIGN_CONFIG=/design/flow/config.mk WORK_HOME=/design/flow/orfs finish
</file>
<file path="./config.mk">
export PLATFORM = sky130hd
export DESIGN_NAME = cpu
export DESIGN_NICKNAME = cpu
export VERILOG_FILES = /design/flow/design.v
export SDC_FILE = /design/flow/constraint.sdc
export NUM_CORES = 4
export LEC_CHECK = 1
export CORE_UTILIZATION = 50
</file>
<file path="./constraint.sdc">
current_design cpu

set clk_period 35.5
set clk_io_pct 0.2

create_clock -name clk0 -period $clk_period [get_ports {clk}]

set non_clock_inputs [all_inputs -no_clocks]
set_input_delay [expr $clk_period * $clk_io_pct] -clock clk0 $non_clock_inputs
set_output_delay [expr $clk_period * $clk_io_pct] -clock clk0 [all_outputs]
</file>
<file path="./design.v">
module alu(
    input [5:0] op,        
    input [31:0] rv1,      
    input [31:0] rv2,      
    output [31:0] rvout,   
    input [31:0] drdata,   
    output [31:0] dwdata,  
    output [3:0] dwe,      
    input [31:0] daddr,     
    input [31:0] iaddr,
    input [31:0] instr
);
    reg [31:0] rvout;
    reg [31:0] dwdata;
    reg [3:0] dwe; 
    initial begin 
        dwdata = 0;
        dwe = 0;
    end
    always @* begin
	case(op)
        0  : begin rvout = rv1 + rv2;                   dwe=0;dwdata = 0;end					     
        1  : begin rvout = $signed(rv1) < $signed(rv2); dwe=0;dwdata = 0; end	     
        2  : begin rvout = rv1 < rv2;                   dwe=0;dwdata = 0;end				             
		3  : begin rvout = rv1 ^ rv2;                   dwe=0;dwdata = 0;end					         
		4  : begin rvout = rv1 | rv2;                   dwe=0;dwdata = 0;end					         
		5  : begin rvout = rv1 & rv2;                   dwe=0;dwdata = 0;end					         
        6  : begin rvout = rv1 << rv2[4:0];             dwe=0;dwdata = 0;end				     
        7  : begin rvout = $signed(rv1) >>> rv2[4:0];   dwe=0;dwdata = 0;end			 
        8  : begin rvout = rv1 >> rv2[4:0];             dwe=0;dwdata = 0;end				     
		9  : begin rvout = rv1 - rv2;                   dwe=0;dwdata = 0;end					         
		10 : begin rvout = rv1 + rv2;                   dwe=0;dwdata = 0;end					         
        11 : begin rvout = rv1 << rv2[4:0];             dwe=0;dwdata = 0;end				     
        12 : begin rvout = $signed(rv1) < $signed(rv2); dwe=0;dwdata = 0;end	     
		13 : begin rvout = rv1 < rv2;                   dwe=0;dwdata = 0;end				             
		14 : begin rvout = rv1 ^ rv2;                   dwe=0;dwdata = 0;end					         
        15 : begin rvout = $signed(rv1) >>> rv2[4:0];   dwe=0;dwdata = 0;end			 
        16 : begin rvout = rv1 >> rv2[4:0];             dwe=0;dwdata = 0;end				     
		17 : begin rvout = rv1 | rv2;                   dwe=0;dwdata = 0;end					         
        18 : begin rvout = rv1 & rv2;                   dwe=0;dwdata = 0;end					         
        19 : begin dwe = 0;dwdata = 0;                                              
            case (daddr[1:0])
                2'b00: rvout = {{24{drdata[7]}}, drdata[7:0]};
                2'b01: rvout = {{24{drdata[15]}}, drdata[15:8]};
                2'b10: rvout = {{24{drdata[23]}}, drdata[23:16]};
                2'b11: rvout = {{24{drdata[31]}}, drdata[31:24]};
                default: rvout = {{24{drdata[7]}}, drdata[7:0]};
            endcase
                end                                                    
        20 : begin  dwe = 0;dwdata = 0;                                               
            case (daddr[1:0])
                2'b00: rvout = {{16{drdata[15]}}, drdata[15:0]};
                2'b10: rvout = {{16{drdata[31]}}, drdata[31:16]};
                default:rvout = {{16{drdata[15]}}, drdata[15:0]};
            endcase
                end                                                     
        21 : begin rvout = drdata; dwe = 0;dwdata = 0; end                            
        22 : begin dwe = 0;dwdata = 0;                                                
            case (daddr[1:0])
                2'b00: rvout = {{24{1'b0}}, drdata[7:0]};
                2'b01: rvout = {{24{1'b0}}, drdata[15:8]};
                2'b10: rvout = {{24{1'b0}}, drdata[23:16]};
                2'b11: rvout = {{24{1'b0}}, drdata[31:24]};
                default: rvout = {{24{1'b0}}, drdata[7:0]};
            endcase
                end                                                     
        23 : begin dwe = 0;dwdata = 0;                                                 
            case (daddr[1:0])
                2'b00: rvout = {{16{1'b0}}, drdata[15:0]};
                2'b10: rvout = {{16{1'b0}}, drdata[31:16]};
                default:rvout = {{16{1'b0}}, drdata[15:0]};
            endcase
                end                                                   
        24 : begin dwdata = rv2;rvout=0;                                            
            case(daddr[1:0])
                2'b00: dwe = 4'b0001;
                2'b01: dwe = 4'b0010;
                2'b10: dwe = 4'b0100;
                2'b11: dwe = 4'b1000;
                default:dwe = 4'b0001;
            endcase 
        end                                                            
        25 : begin dwdata = rv2;rvout=0;                                             
            case(daddr[1:0])
                2'b00: dwe = 4'b0011;
                2'b10: dwe = 4'b1100;
                default:dwe = 4'b0011;
            endcase
        end                                                            
        26 : begin dwdata = rv2; dwe = 4'b1111;rvout=0; end                          
        27 : begin dwe = 0;dwdata = 0;rvout=0; end                                              
        28 : begin dwe = 0;dwdata = 0;rvout=0; end                                              
        29 : begin dwe = 0;dwdata = 0;rvout=0; end                                              
        30 : begin dwe = 0;dwdata = 0;rvout=0; end                                              
        31 : begin dwe = 0;dwdata = 0;rvout=0; end                                              
        32 : begin dwe = 0;dwdata = 0;rvout=0; end                                              
        33 : begin rvout = iaddr + 4; dwe = 0;dwdata = 0;end                            
        34 : begin rvout = iaddr + 4; dwe = 0;dwdata = 0;end                            
        35 : begin rvout = {instr[31:12],{12{1'b0}}}; dwe = 0;dwdata = 0;end            
        36 : begin rvout = iaddr + {instr[31:12],{12{1'b0}}}; dwe = 0;dwdata = 0;end    
        default : begin rvout = 0;dwdata=0;dwe=0;end
	endcase
    end
endmodule
module cpu (
    input clk, 
    input reset,
    output [31:0] iaddr,
    input [31:0] idata,
    output [31:0] daddr,
    input [31:0] drdata,
    output [31:0] dwdata,
    output [3:0] dwe
);
    reg [31:0] iaddr, daddr, dwdata;
    reg [3:0]  dwe;
    wire [31:0] daddr1, dwdata1, rv1, rv2, rvout, r_rv2, wdata;
    wire [3:0] dwe1;
    wire [5:0] op;
    wire [4:0] rs1, rs2, rd;
    wire we;
    alu u1(
        .op(op),              
        .rv1(rv1),            
        .rv2(rv2),
        .rvout(rvout),        
        .drdata(drdata),      
        .dwdata(dwdata1),     
        .dwe(dwe1),
        .daddr(daddr1),
        .iaddr(iaddr),        
        .instr(idata)         
    );
    regfile u2(
        .rs1(rs1),            
        .rs2(rs2),
        .rd(rd),
        .we(we),              
        .wdata(rvout),
        .rv1(rv1),
        .rv2(r_rv2),
        .clk(clk),
        .op(op),              
        .instr(idata),
        .daddr(daddr1)        
    );
    dummydecoder u3(
        .instr(idata),
        .op(op),
        .rs1(rs1),
        .rs2(rs2),
        .rd(rd),
        .r_rv2(r_rv2),
        .rv2(rv2),
        .we(we)
    );
    always @* begin
        if (reset) begin
            daddr = 0;
            dwdata = 0;
            dwe = 0;
        end
            else begin
        daddr = daddr1;
        dwdata = dwdata1;
        dwe = dwe1;
            end
    end
    always @(posedge clk) begin
        if (reset) begin
            iaddr <= 0;
        end else begin 
            case (op)
                27 : begin if (rv1 == rv2) iaddr <= iaddr + {{20{idata[31]}},idata[7],idata[30:25],idata[11:8],1'b0};
                else iaddr <= iaddr + 4;end                                                                  
                28 : begin if (rv1 != rv2) iaddr <= iaddr + {{20{idata[31]}},idata[7],idata[30:25],idata[11:8],1'b0};
                else iaddr <= iaddr + 4;end                                                                  
                29 : begin if ($signed(rv1) < $signed(rv2)) iaddr <= iaddr + {{20{idata[31]}},idata[7],idata[30:25],idata[11:8],1'b0};
                else iaddr <= iaddr + 4;end                                                                  
                30 : begin if ($signed(rv1) >= $signed(rv2)) iaddr <= iaddr + {{20{idata[31]}},idata[7],idata[30:25],idata[11:8],1'b0};
                else iaddr <= iaddr + 4;end                                                                  
                31 : begin if (rv1 < rv2) iaddr <= iaddr + {{20{idata[31]}},idata[7],idata[30:25],idata[11:8],1'b0};
                else iaddr <= iaddr + 4;end                                                                  
                32 : begin if (rv1 >= rv2) iaddr <= iaddr + {{20{idata[31]}},idata[7],idata[30:25],idata[11:8],1'b0};
                else iaddr <= iaddr + 4;end                                                                  
                33 : begin iaddr = iaddr + {{12{idata[31]}},idata[19:12],idata[20],idata[30:21],1'b0}; end   
                34 : begin iaddr = rv1 + {{20{idata[31]}},idata[31:20]}; iaddr[0] = 0;end                    
           default: iaddr <= iaddr + 4; 
            endcase
        end
    end
endmodule
module dummydecoder(
    input [31:0] instr,       
    output reg [5:0] op,      
    output reg [4:0] rs1,     
    output reg [4:0] rs2,     
    output reg [4:0] rd,      
    input  [31:0] r_rv2,      
    output reg [31:0] rv2,    
    output reg we             
);
    always @* begin
        case({instr[14:12], instr[6:0]})
            10'b0000010011 : begin op = 0; rv2 = {{20{instr[31]}},instr[31:20]}; we = 1;end			 
            10'b0100010011 : begin op = 1; rv2 = {{20{instr[31]}},instr[31:20]}; we = 1;end			 
            10'b0110010011 : begin op = 2; rv2 = {{20{instr[31]}},instr[31:20]}; we = 1;end			 
            10'b1000010011 : begin op = 3; rv2 = {{20{instr[31]}},instr[31:20]}; we = 1;end			 
            10'b1100010011 : begin op = 4; rv2 = {{20{instr[31]}},instr[31:20]}; we = 1;end			 
            10'b1110010011 : begin op = 5; rv2 = {{20{instr[31]}},instr[31:20]}; we = 1;end			 
            10'b0010010011 : begin op = 6; rv2 = {{20{instr[31]}},instr[31:20]}; we = 1;end			 
            10'b1010010011 : begin op = instr[30] ? 7 : 8;  rv2 = instr[24:20]; we = 1;end	 
            10'b0000110011 : begin op = instr[30] ? 9 : 10; rv2 = r_rv2; we = 1;end	 
		    10'b0010110011 : begin op = 11; rv2 = r_rv2; we = 1;end			    
		    10'b0100110011 : begin op = 12; rv2 = r_rv2; we = 1;end			    
		    10'b0110110011 : begin op = 13; rv2 = r_rv2; we = 1;end			    
		    10'b1000110011 : begin op = 14; rv2 = r_rv2; we = 1;end			    
            10'b1010110011 : begin op = instr[30] ? 15 : 16; rv2 = r_rv2; we = 1;end	 
		    10'b1100110011 : begin op = 17; rv2 = r_rv2; we = 1;end			    
		    10'b1110110011 : begin op = 18; rv2 = r_rv2; we = 1;end			    
            10'b0000000011 : begin op = 19; rv2 = r_rv2; we = 1;end             
            10'b0010000011 : begin op = 20; rv2 = r_rv2; we = 1;end             
            10'b0100000011 : begin op = 21; rv2 = r_rv2; we = 1;end             
            10'b1000000011 : begin op = 22; rv2 = r_rv2; we = 1;end             
            10'b1010000011 : begin op = 23; rv2 = r_rv2; we = 1;end             
            10'b0000100011 : begin op = 24; rv2 = r_rv2; we = 0;end             
            10'b0010100011 : begin op = 25; rv2 = r_rv2; we = 0;end             
            10'b0100100011 : begin op = 26; rv2 = r_rv2; we = 0;end             
            10'b0001100011 : begin op = 27; rv2 = r_rv2; we = 0;end             
            10'b0011100011 : begin op = 28; rv2 = r_rv2; we = 0;end             
            10'b1001100011 : begin op = 29; rv2 = r_rv2; we = 0;end             
            10'b1011100011 : begin op = 30; rv2 = r_rv2; we = 0;end             
            10'b1101100011 : begin op = 31; rv2 = r_rv2; we = 0;end             
            10'b1111100011 : begin op = 32; rv2 = r_rv2; we = 0;end             
            10'b0001100111 : begin op = 34; rv2 = r_rv2; we = 1;end             
            default:begin
                 case (instr[6:0])
            7'b1101111 : begin op = 33; rv2 = r_rv2; we = 1;end             
            7'b0110111 : begin op = 35; rv2 = r_rv2; we = 1;end             
            7'b0010111 : begin op = 36; rv2 = r_rv2; we = 1;end             
                     default:begin op = 0; we = 0;rv2=r_rv2; end
        endcase
            end
	endcase
     rs1 = instr [19:15];
     rs2 = instr [24:20];
     rd  = instr [11:7];
    end
endmodule
module regfile(
    input [4:0] rs1,       
    input [4:0] rs2,       
    input [4:0] rd,        
    input we,              
    input [31:0] wdata,    
    output [31:0] rv1,     
    output [31:0] rv2,     
    input clk,             
    input [5:0] op,        
    input [31:0] instr,    
    output reg [31:0] daddr 
);
        integer i;
    reg [31:0] Reg [0:31];
	reg [31:0] rv1, rv2;
	initial begin
		for (i=0;i<32;i=i+1) begin
			Reg[i] = 0;
		end
        daddr = 0; 
	end
    always @* begin
		rv1 = Reg[rs1];
		rv2 = Reg[rs2]; 
        case (op)
            19,20,21,22,
            23: daddr = rv1 + {{20{instr[31]}},instr[31:20]};  
            24,25,
            26: daddr = rv1 + {{20{instr[31]}},instr[31:25], instr[11:7]};  
            default: daddr =0;
        endcase 
        end
    always @(posedge clk)begin
		if (we == 1)begin
            if (rd != 0)begin             
                Reg[rd] <= wdata;
            end
		end
    end   
endmodule
</file>
==> flow_summary.ini <==
; implementation run metrics
[status]
status = completed

[logic_synthesis]
ys_types = 117
yosys_warnings = 4
ys.flops = 1055
synth_area_mm2 = 0.0678
avgSynthCellArea_um2 = 12.8
ff_type = edfxtp_1
ys_area_mm2 = 0.0678
synth-edff-count = 1024
yosys.stat.seqShare_pct = 46.3
syn_inst = 5301
async_flop_share_pct = 0
synth_stat.cells = 5301

[pwr]
power.share.combinational_pct = 27.8
leakagePower_nw = 26.4
power_density_mw_per_mm2 = 49.1
p_clk_share_pct = 30.6
p_sw_mw = 1.22
p_total_mw = 3.72
irDropWorstVdd_mv = 0.0487
power.internal_mw = 2.50
seqPwrFrac_pct = 41.6
switching_share_pct = 32.9

[route]
viasPerCell = 7.12
wl_um = 286000
dr.pass1.iters = 6
drc_errors = 0
ant_nets = 0
vias = 52100
drt_iter0_markers = 5500
wl_per_cell_um = 39.0

[setup_path]
cp.arrival_ns = 14.10
max_stage_delay_ns = 0.65
r2r_start = u2.Reg[8][0]$_DFFE_PP_
crit_path_start_kind = primary input
path_cells = buf_8 > buf_4 > buf_4 > buf_12 > mux4_2 > mux2_2 > o22ai_1 > a221o_1 > inv_1 > ha_1 > nand4_1 > or2_2 > nor4_1 > nor2b_1 > nor2_1 > o22ai_1 > nand2_1 > o31ai_1 > clkdlybuf4s50_1
cp-end-kind = output pin
cp_max_fo = 101
worstReg2RegEnd = u2.Reg[15][28]$_DFFE_PP_
crit_type = primary input to output pin
reg2reg_depth = 22
slowest_stage = buf_4
reg2reg_slack_ns = 28.10
cp.required_ns = 28.40

[floorplan]
initial_core_util_pct = 50.6
fp-row-count = 134
fp.dieArea_mm2 = 0.137
die_y_um = 370
ios = 166
core_area_mm2 = 0.134
die_x_um = 370

[clocking]
cts_root_buf = clkbuf_16
clock.latency.late_pin_ns = 0.77
cts_num_sinks = 1055
h-tree-depth = 3
clk_pin_slew_ns = 0.06
cts_made_buffers = 109
cts-hold-fix-buffers = 0
clockBufferDepth = 3
cts_tree = yes
post_cts_buffers = 0
post_cts_resize_count = 0

[place]
port-buffer-count = 164
place.gp.congestion = 1.15
dpl.hpwl_um = 199000

[final_timing]
drv_slew = 0
final-hold-violation-count = 0
fin_tns_setup_ns = 0
timing.slew.headroom_pct = 31.7
setup_viol = 0
finClkSkew_ns = 0.0815
rsz0062_at_grt = false
max_freq_ghz = 0.0472
worst_pin_slew_ns = 0.996
finalClockPeriodUsage_pct = 59.7
final.min_clock_period_ns = 21.20

[cells_and_area]
nFillCells = 10700
area_growth_pct = 11.6
drive_above_1_share_pct = 19.7
utilization_pct = 56.5

[global_routing]
grt.total_usage_pct = 45.7
grt_max_degree = 102
grt_pass1_vias = 53400
grt-ovfl-total = 0
grt_pass1_wl_um = 400000
grt_antenna_before_repair = 8

[min_path]
worst_hold_startpoint = iaddr[9]$_SDFF_PP0_
hold_depth = 3
hp-class = flip-flop to flip-flop
worstHoldEndpoint = iaddr[9]$_SDFF_PP0_

[flow_run]
maxCapViolations = 0
tool_warnings = 86
## worst max path at each step
stage	start	end	slack [ns]	cells past startpoint
4_1_cts	idata[16]	daddr[31]	14.59	19
5_1_grt	idata[16]	daddr[31]	14.12	19
6_report	idata[16]	daddr[31]	14.30	19
## Yosys cell counts, types with 41 or more instances
master,n,area (um2)
a221oi_1,74,648
nor2_1,378,1420
mux2_2,63,709
inv_1,133,499
o211ai_1,42,315
o22ai_1,61,382
a22oi_1,73,548
nand4_1,56,350
nor3_1,81,405
ha_1,188,2350
nand3_1,99,495
mux4_2,473,10700
buf_2,111,556
o21bai_1,43,323
a21o_1,84,631
edfxtp_1,1024,30700
nand2_1,316,1190
a21oi_1,329,1650
a211oi_1,41,308
o21ai_0,189,946
xnor2_1,104,911
xor2_1,48,420
clkbuf_1,187,702
nand2b_1,43,269
mux2i_1,306,3060
## sequential cells by signal, indices dropped and copies added (netlist names)
signal	cells
iaddr	31
u2.Reg	1024
## critical path, delay by kind of cell
family | cells | cell delay, ns
mux | 2 | 0.68
fa+ha+maj | 1 | 0.57
simple gates | 6 | 1.59
buf+inv | 6 | 3.02
compound gates | 4 | 0.95
## kinds of logic (layout without fill, tap and decap cells)
kind of cell,after synthesis,in the layout,share of synthesized area (%)
buffers and inverters,529,744,3.67
XOR/XNOR,152,152,1.96
flip-flops,1055,1055,46.3
AND/OR/NAND/NOR,1193,1193,8.41
other,1,38,0.00553
adder cells (fa/ha/maj),195,195,3.68
multiplexers,880,880,22.7
AND-OR/OR-AND,1296,1296,13.2
## cell type report
| cell class | instances | area (um2) | share of cell area [%] |
|---|---|---|---|
| diodes | 5 | 12.5 | 0.0165 |
| clock buffers | 131 | 2810 | 3.71 |
| clock inverters | 69 | 751 | 0.992 |
| inverters | 138 | 518 | 0.685 |
| multi-input cells | 3749 | 34500 | 45.5 |
| flip-flops and latches | 1055 | 31400 | 41.5 |
| well taps | 1768 | 2210 | 2.92 |
| repair buffers | 406 | 3520 | 4.65 |
## metal layers
layer  part of all wire, %  vias to the layer above  routed length (um)  track usage, %
met5                  0.23                        -                 663            4.55
met4                   6.9                       25               19800            23.2
met3                    17                      837               48100            29.1
met2                    42                     4106              121000            60.6
met1                    34                    25400               95900            60.1
li1                      -                    21700                   -               -
## stage by stage
stage / hold slack [ns] / setup slack, ns / area (um2) / cells
4_1_cts: 0.717 / 14.59 / 75600 / 7316
3_5_place_dp: 0.706 / 14.61 / 72100 / 7116
3_3_place_gp: 0.710 / 14.58 / 72100 / 7116
5_1_grt: 0.766 / 14.12 / 75600 / 7316
2_1_floorplan: 0.470 / 16.48 / 67900 / 5333
6_report: 0.729 / 14.30 / 75700 / 7321
## placed cells by master (no fill, tap or decap), drive strengths merged, types with 29 or more instances in the layout
cell | synthesis | routed
a221oi | 78 | 78
clkdlybuf4s50 | 0 | 155
dfxtp | 31 | 31
a22oi | 73 | 73
clkbuf | 188 | 131
xor2 | 48 | 48
inv | 136 | 142
mux4 | 510 | 510
o21bai | 43 | 43
a21oi | 334 | 334
buf | 203 | 251
nor4 | 37 | 37
conb | 1 | 33
nor3 | 82 | 82
mux2 | 64 | 64
and3 | 39 | 39
mux2i | 306 | 306
a211oi | 45 | 45
o21ai | 196 | 196
nand2b | 43 | 43
a31oi | 39 | 39
o22ai | 62 | 62
edfxtp | 1024 | 1024
nand3 | 100 | 100
nor2 | 381 | 381
a21o | 84 | 84
xnor2 | 104 | 104
nand2 | 316 | 316
nand4 | 58 | 58
o211ai | 43 | 43
clkinv | 2 | 49
o31ai | 29 | 29
ha | 188 | 188
## power groups by stage
| stage | clock network (mW) | registers (mW) | logic [mW] |
|---|---|---|---|
| global route | 1.20 | 1.55 | 1.09 |
| finish | 1.14 | 1.55 | 1.03 |
| CTS | 1.15 | 1.54 | 0.999 |
Power is estimated from default activity; no workload was simulated.
